[flow/config.mk]
export PLATFORM = sky130hd
export DESIGN_NAME = top_clk_v2
export DESIGN_NICKNAME = top_clk_v2
export VERILOG_FILES = /design/flow/design.v
export SDC_FILE = /design/flow/constraint.sdc
export NUM_CORES = 4
export LEC_CHECK = 1
export CORE_AREA = 10 10 111 111
export DIE_AREA = 0 0 121 121
[flow/design.v]
module seconds
(
	input wire 			clk,    		
	input wire 			reset,
	input wire 			tc_time_base,
	input wire 			load,
	input wire [1:0]	addrs,
	input wire [5:0]	data_in,
	output reg [5:0]	q_seconds   	
);
	always@(posedge clk)
	begin
		if(reset == 1'b1) 
			q_seconds <= 6'd0;
		else
		begin
			if(load == 1'b1 && addrs == 2'b00)
				q_seconds <= data_in;
			else
			begin
				if(tc_time_base == 1'b1)
				begin
					if(q_seconds < 6'd59)
						q_seconds <= q_seconds + 6'd1;
					else
						q_seconds <= 6'd0;
				end
			end
		end
	end
endmodule
module time_base
#(parameter tc_mode = 99999999)
(
	input wire clk,    		
	input wire reset,  		
	output reg tc_time_base   	
);
	reg [26:0] q_time_base;
	always@(posedge clk)
	begin
		if(reset == 1'b1) begin
			q_time_base <= 27'd0;
			tc_time_base <= 1'b0;
		end
		else begin
			if(q_time_base < tc_mode) begin
				q_time_base <= q_time_base + 27'd1; 
				tc_time_base <= 1'b0;
			end
			else begin
				q_time_base <= 27'd0; 
				tc_time_base <= 1'b1;
			end
		end
	end
endmodule
module top_clk_v2
(
	input  wire 		clk,    		
	input  wire 		reset, 
	input  wire		load,
	input  wire [1:0]	addrs,
	input  wire [5:0]	data_in,
	output wire [5:0]	seconds_out   	
);
	wire tc_time_base_wire;
	time_base T1 
	(
		.clk(clk),
		.reset(reset),
		.tc_time_base(tc_time_base_wire)
	);
	seconds T2 
	(
		.clk(clk),
		.reset(reset),
		.tc_time_base(tc_time_base_wire),
		.load(load),
		.addrs(addrs),
		.data_in(data_in),
		.q_seconds(seconds_out)
	);
endmodule
[flow/run.sh]
#!/bin/bash
# OpenROAD 26Q1-2900-gdf79404cd8, Yosys 0.63+post, stock flow scripts
make -C /OpenROAD-flow-scripts/flow DESIGN_CONFIG=/design/flow/config.mk WORK_HOME=/design/flow/orfs finish
[flow/constraint.sdc]
current_design top_clk_v2

set clk_period 5.3
set clk_io_pct 0.2

create_clock -name clk0 -period $clk_period [get_ports {clk}]

set non_clock_inputs [all_inputs -no_clocks]
set_input_delay [expr $clk_period * $clk_io_pct] -clock clk0 $non_clock_inputs
set_output_delay [expr $clk_period * $clk_io_pct] -clock clk0 [all_outputs]
==> metrics.txt <==
# HELP chip_impl_metric Physical implementation figures
# TYPE chip_impl_metric gauge
chip_impl_metric{name="grt_antenna_before_repair",unit=""} 0
chip_impl_metric{name="initCoreUtil",unit="%"} 16.8
chip_impl_metric{name="antenna_cells",unit=""} 0
chip_impl_metric{name="timing.critical_path.buf_inv",unit=""} 1
chip_impl_metric{name="final_period_minus_worst_setup_slack",unit="ns"} 2.38
chip_impl_metric{name="hpwl",unit="um"} 2350
chip_impl_metric{name="grt_usage",unit="%"} 4.50
chip_impl_metric{name="ctsHtreeMaxLevel",unit=""} 2
chip_impl_info{name="cts_tree",value="done"} 1
chip_impl_metric{name="ys_area",unit="sq um"} 1660
chip_impl_metric{name="viasPerCell",unit=""} 4.00
chip_impl_info{name="crit_path_start_kind",value="flop"} 1
chip_impl_metric{name="drt_first_pass_iters",unit=""} 4
chip_impl_metric{name="design.die.area",unit="sq um"} 14600
chip_impl_metric{name="pwr-share-comb",unit="%"} 4.5
chip_impl_info{name="criticalPathCategory",value="reg -> out"} 1
chip_impl_metric{name="synth.yosys.seq_area_share",unit="%"} 41.0
chip_impl_metric{name="clock-skew-final",unit="ns"} 0.00810
chip_impl_metric{name="switching_power",unit="uW"} 107
chip_impl_metric{name="timing.final.max_slew_violations",unit=""} 0
chip_impl_metric{name="cts_hold_buffers",unit=""} 0
chip_impl_metric{name="synth.distinct_cells",unit=""} 35
chip_impl_metric{name="timing.final.ws_setup",unit="ns"} 2.92
chip_impl_info{name="global_route.peak_usage_layer",value="met2"} 1
chip_impl_metric{name="p_sw_share",unit="%"} 18.4
chip_impl_metric{name="postRouteAntennaNets",unit=""} 0
chip_impl_metric{name="drtIter0Drc",unit=""} 39
chip_impl_metric{name="drc_errors",unit=""} 0
chip_impl_metric{name="drt-wirelength-per-cell",unit="um"} 9.64
chip_impl_metric{name="core",unit="sq um"} 9860
chip_impl_metric{name="max-cap-violations",unit=""} 0
chip_impl_metric{name="port_buffers",unit=""} 16
chip_impl_metric{name="finalCritPeriodShare",unit="%"} 44.9
chip_impl_info{name="end_kind",value="primary output"} 1
chip_impl_metric{name="worstSkewPairLatency",unit="ns"} 0.28
chip_impl_metric{name="layout.cell_area.non_filler",unit="sq um"} 2080
chip_impl_metric{name="postRouteWirelength",unit="um"} 3300
chip_impl_metric{name="ys.warnings.count",unit=""} 2
chip_impl_metric{name="cp_slowest_stage_delay",unit="ns"} 0.54
chip_impl_metric{name="synth_top_area_share",unit="%"} 41.0
chip_impl_metric{name="reg2reg_setup_slack",unit="ns"} 3.55
chip_impl_info{name="rsz_0062_raised_after_global_routing",value="false"} 1
chip_impl_metric{name="number_of_top_level_pins",unit=""} 17
chip_impl_metric{name="timing.max_slew.rel_slack",unit="%"} 66.6
chip_impl_metric{name="met1_usage",unit="%"} 6.09
chip_impl_metric{name="cellLeakagePower",unit="uW"} 0.000720
chip_impl_metric{name="synth_area",unit="sq um"} 1660
chip_impl_info{name="rr_startpoint",value="T1.q_time_base[3]"} 1
chip_impl_info{name="synthTopCellsByArea",value="sky130_fd_sc_hd__dfxtp_1, sky130_fd_sc_hd__xor2_1, sky130_fd_sc_hd__nor2_1, sky130_fd_sc_hd__nand4_1, sky130_fd_sc_hd__xnor2_1"} 1
chip_impl_metric{name="place_worst_setup_slack",unit="ns"} 2.96
chip_impl_metric{name="number_of_standard_cells_after_synthesis",unit=""} 193
chip_impl_metric{name="yosys_cells",unit=""} 193
chip_impl_metric{name="openroad.warnings",unit=""} 25
chip_impl_metric{name="timing.critical_path.required",unit="ns"} 4.24
chip_impl_metric{name="grt_start_max_net_pins",unit=""} 28
chip_impl_metric{name="finalPower",unit="uW"} 583
chip_impl_info{name="critPathSlowestCell",value="sky130_fd_sc_hd__clkdlybuf4s50_1"} 1
chip_impl_info{name="clockRootBuffer",value="sky130_fd_sc_hd__clkbuf_8"} 1
chip_impl_metric{name="grt_first_pass_wirelength",unit="um"} 5700
chip_impl_metric{name="power_density",unit="nW/um^2"} 280
chip_impl_metric{name="cts_buffer_depth",unit=""} 2
chip_impl_metric{name="numClockSinks",unit=""} 34
chip_impl_metric{name="die_width",unit="um"} 121
chip_impl_metric{name="routabilityCongestion",unit=""} 0.813
chip_impl_metric{name="post_cts.resized_instances",unit=""} 0
chip_impl_metric{name="vias",unit=""} 1367
chip_impl_metric{name="dieHeight",unit="um"} 121
chip_impl_metric{name="share_clk_of_total_power",unit="%"} 50.1
chip_impl_metric{name="setup_viol",unit=""} 0
chip_impl_metric{name="final_hold_viol_count",unit=""} 0
chip_impl_metric{name="area_delta_synth_final",unit="%"} 25.5
chip_impl_info{name="reg2reg_to",value="T1.q_time_base[24]"} 1
chip_impl_info{name="mostFrequentLayoutCells",value="sky130_fd_sc_hd__nor2_1, sky130_fd_sc_hd__dfxtp_1, sky130_fd_sc_hd__xor2_1"} 1
chip_impl_metric{name="use_met3",unit="%"} 1.51
chip_impl_metric{name="fmaxAchievable",unit="GHz"} 0.420
chip_impl_metric{name="worst_ep_arrival_time",unit="ns"} 1.32
chip_impl_info{name="hold_path_end",value="T1.q_time_base[0]"} 1
chip_impl_info{name="layout_top_cell",value="sky130_fd_sc_hd__nor2_1"} 1
chip_impl_metric{name="grt_overflow_total",unit=""} 0
chip_impl_metric{name="worst_setup_hold_path_clk_slew",unit="ns"} 0.07
chip_impl_info{name="crit_chain",value="clkdlybuf4s50_1"} 1
chip_impl_metric{name="worst-path-max-fanout",unit=""} 9
chip_impl_info{name="delay_heaviest_family_cp",value="buffers and inverters"} 1
chip_impl_info{name="outcome",value="completed"} 1
chip_impl_metric{name="global_routing_met2_resource_utilization",unit="%"} 7.07
chip_impl_metric{name="numSynthFlops",unit=""} 34
chip_impl_metric{name="max-vdd-ir-drop",unit="mV"} 0.216
chip_impl_metric{name="sequentialPowerShare",unit="%"} 45.5
chip_impl_metric{name="rr_worst_depth",unit=""} 5
chip_impl_metric{name="cellInternalPower",unit="uW"} 476
chip_impl_metric{name="placed_area",unit="sq um"} 1940
chip_impl_metric{name="postCtsSetupBuffers",unit=""} 0
chip_impl_info{name="worst_hold_path_type",value="reg -> reg"} 1
chip_impl_info{name="hold_path.startpoint",value="T1.q_time_base[0]"} 1
chip_impl_metric{name="min_path_cells",unit=""} 1
chip_impl_metric{name="first_global_vias",unit=""} 1231
chip_impl_info{name="area_leader_netlist",value="sky130_fd_sc_hd__dfxtp_1"} 1
chip_impl_metric{name="core.rowCount",unit=""} 36
chip_impl_metric{name="setup-tns-final",unit="ns"} 0
chip_impl_metric{name="worstMarginPinSlew",unit="ns"} 0.497
chip_impl_metric{name="share_of_layout_cells_above_drive_strength_1",unit="%"} 6.22
chip_impl_metric{name="cts_buffers",unit=""} 5
chip_impl_metric{name="syn-mean-instance-area",unit="sq um"} 8.61
synthesized netlist by cell type:
master / n
sky130_fd_sc_hd__nor2_1: 38
sky130_fd_sc_hd__or2_2: 1
sky130_fd_sc_hd__and3_1: 6
sky130_fd_sc_hd__o21a_1: 1
sky130_fd_sc_hd__a311oi_1: 2
sky130_fd_sc_hd__nor4_1: 1
sky130_fd_sc_hd__buf_6: 2
sky130_fd_sc_hd__clkbuf_1: 4
sky130_fd_sc_hd__nand2_1: 16
sky130_fd_sc_hd__o211ai_1: 3
sky130_fd_sc_hd__buf_2: 1
sky130_fd_sc_hd__nand3_1: 10
sky130_fd_sc_hd__a22oi_1: 1
sky130_fd_sc_hd__and2_1: 1
sky130_fd_sc_hd__dfxtp_1: 34
sky130_fd_sc_hd__a211o_1: 1
sky130_fd_sc_hd__a41oi_1: 1
sky130_fd_sc_hd__o21ai_0: 6
sky130_fd_sc_hd__ha_1: 2
sky130_fd_sc_hd__and4_2: 1
sky130_fd_sc_hd__and4_1: 4
sky130_fd_sc_hd__nand4b_1: 1
sky130_fd_sc_hd__xor2_1: 18
sky130_fd_sc_hd__mux2i_1: 1
sky130_fd_sc_hd__nor4bb_1: 1
sky130_fd_sc_hd__xnor2_1: 7
sky130_fd_sc_hd__nor3_1: 4
sky130_fd_sc_hd__buf_1: 1
sky130_fd_sc_hd__nand4_1: 12
sky130_fd_sc_hd__a21oi_1: 5
sky130_fd_sc_hd__inv_1: 2
sky130_fd_sc_hd__nor4_4: 2
sky130_fd_sc_hd__o2111ai_1: 1
sky130_fd_sc_hd__nand3b_4: 1
sky130_fd_sc_hd__a31oi_1: 1
power groups by stage:
| stage | combinational, uW | clock [uW] | sequential (uW) |
|---|---|---|---|
| after CTS | 26.5 | 301 | 265 |
| after global routing | 28.9 | 316 | 266 |
| final | 25.9 | 292 | 265 |
cells by family (layout without fill, tap and decap cells):
family / count (synthesis) / in the layout / synth area share, %
flops: 34 / 34 / 41.0
buf+inv: 10 / 26 / 3.24
mux: 1 / 1 / 0.602
simple gates: 99 / 99 / 31.9
fa+ha+maj: 2 / 2 / 1.51
compound gates: 22 / 22 / 8.59
xor+xnor: 25 / 25 / 13.2
flip-flops by register name, summed over array words and instances (netlist names):
signal,flops
T1.tc_time_base,1
T2.q_seconds,6
T1.q_time_base,27
stage by stage:
| stage | cells | utilization, % | hold WS (ns) |
|---|---|---|---|
| detailed placement | 334 | 19.7 | 0.452 |
| global placement | 334 | 19.7 | 0.444 |
| CTS | 342 | 21.1 | 0.469 |
| finish | 342 | 21.1 | 0.461 |
| floorplan | 193 | - | 0.426 |
| global route | 342 | 21.1 | 0.499 |
routing by layer:
layer,vias to the layer above,share of wire (%)
li1,709,-
met1,637,49
met2,21,45
met3,0,5.5
met4,0,0
met5,-,0
area by class of cell:
| class | count | area (sq um) |
|---|---|---|
| clock buffers | 6 | 82.6 |
| flip-flops and latches | 34 | 681 |
| clock inverters | 2 | 60.1 |
| repair buffers | 16 | 160 |
| inverters | 2 | 7.51 |
| fillers | 1076 | 7780 |
| multi-input cells | 149 | 927 |
| well taps | 133 | 166 |
how the worst max path moves through the flow:
stage                    from              to  depth (start not counted)
finish        T2.q_seconds[3]  seconds_out[3]                          1
global route  T2.q_seconds[3]  seconds_out[3]                          1
CTS           T2.q_seconds[3]  seconds_out[3]                          1
Power figures rest on the tool's default switching activity, not on a simulated workload.
