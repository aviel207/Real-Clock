==> design.v <==
module display
(
	input  wire 		clk,    		
	input  wire 		reset,	
	input  wire			mode,
	input  wire [6:0]	left_seconds_ssd,   
	input  wire [6:0]	right_seconds_ssd,
	input  wire [6:0]	left_minutes_ssd,
	input  wire [6:0]	right_minutes_ssd,
	input  wire [6:0]	left_hours_ssd,
	input  wire [6:0]	right_hours_ssd,
	output reg 	[3:0]	basys_anode,
	output reg 	[6:0]	display_ssd
);
	reg [19:0] refresh_counter;
	reg [1:0]  inner_counter;
	always@(posedge clk)
	begin
		if(reset == 1'b1) begin
			refresh_counter <= 20'b0;
		end	
		else begin
			refresh_counter <= refresh_counter + 20'b1;
			inner_counter <= refresh_counter[19:18];
		end
	end
	always@(inner_counter,mode,left_seconds_ssd,right_seconds_ssd,left_minutes_ssd,right_minutes_ssd,left_hours_ssd,right_hours_ssd)
	begin	
		if(mode == 1'b0) begin
			case(inner_counter)
				2'b00: 
				begin
					basys_anode  <= 4'b0111;
					display_ssd <= left_minutes_ssd;
				end 
				2'b01: 
				begin
					basys_anode  <= 4'b1011;
					display_ssd <= right_minutes_ssd;
				end 
				2'b10: 
				begin
					basys_anode  <= 4'b1101;
					display_ssd <= left_seconds_ssd;
				end 
				2'b11: 
				begin
					basys_anode  <= 4'b1110;
					display_ssd <= right_seconds_ssd;
				end 
				default:
				begin
					basys_anode  <= 4'bXXXX;
					display_ssd <= 7'bXXXXXXX;
				end
			endcase
		end
		else begin 
			case(inner_counter[0])
				1'b0: 
				begin
					basys_anode  <= 4'b0111;
					display_ssd <= left_hours_ssd;
				end 
				1'b1: 
				begin
					basys_anode  <= 4'b1011;
					display_ssd <= right_hours_ssd;
				end 
				default:
				begin
					basys_anode  <= 4'bXXXX;
					display_ssd <= 7'bXXXXXXX;
				end
			endcase
		end
	end
endmodule
==> run.sh <==
#!/bin/bash
# OpenROAD 26Q1-2900-gdf79404cd8, Yosys 0.63+post, stock flow scripts
make -C /OpenROAD-flow-scripts/flow DESIGN_CONFIG=/design/flow/config.mk WORK_HOME=/design/flow/orfs finish
==> config.mk <==
export PLATFORM = sky130hd
export DESIGN_NAME = display
export DESIGN_NICKNAME = display
export VERILOG_FILES = /design/flow/design.v
export SDC_FILE = /design/flow/constraint.sdc
export NUM_CORES = 4
export LEC_CHECK = 1
export CORE_AREA = 10 10 100 100
export DIE_AREA = 0 0 110 110
==> constraint.sdc <==
current_design display

set clk_period 2.6
set clk_io_pct 0.2

create_clock -name clk0 -period $clk_period [get_ports {clk}]

set non_clock_inputs [all_inputs -no_clocks]
set_input_delay [expr $clk_period * $clk_io_pct] -clock clk0 $non_clock_inputs
set_output_delay [expr $clk_period * $clk_io_pct] -clock clk0 [all_outputs]
==> impl_results.html <==
<h2>Synthesis and place &amp; route</h2>
<table>
<tr><th>Metric</th><th>Value</th></tr>
<tr><th colspan="2">Status</th></tr>
<tr><td>Status</td><td>completed</td></tr>
<tr><th colspan="2">Layout</th></tr>
<tr><td>Filler-free cell count of the finished design</td><td>295</td></tr>
<tr><td>Fin area</td><td>2020 um^2</td></tr>
<tr><td>Layout overhead on the synthesized area</td><td>60.1%</td></tr>
<tr><td>Filler cells</td><td>833</td></tr>
<tr><td>Layout cells sized above 1</td><td>11.4%</td></tr>
<tr><th colspan="2">Placed design</th></tr>
<tr><td>Setup slack after placement</td><td>118 ps</td></tr>
<tr><td>Post-detailed-placement half-perimeter wirelength</td><td>2710 um</td></tr>
<tr><td>Port-buffer cells</td><td>55</td></tr>
<tr><td>Global placer's final weighted congestion</td><td>0.870</td></tr>
<tr><td>Post-placement cell area</td><td>1950 um^2</td></tr>
<tr><td>Placed insts</td><td>291</td></tr>
<tr><th colspan="2">Run</th></tr>
<tr><td>Tool warnings</td><td>25</td></tr>
<tr><td>Max-cap violation count</td><td>0</td></tr>
<tr><th colspan="2">Setup path</th></tr>
<tr><td>Setup CP Type</td><td>input port to primary output</td></tr>
<tr><td>Critical path endpoint category</td><td>primary output</td></tr>
<tr><td>Worst reg2reg setup slack</td><td>790 ps</td></tr>
<tr><td>Critical register-to-register path endpoint</td><td>refresh_counter[18]</td></tr>
<tr><td>Most common cell on crit path</td><td>sky130_fd_sc_hd__clkdlybuf4s50_1</td></tr>
<tr><td>Worst setup path endpoint</td><td>display_ssd[0]</td></tr>
<tr><td>CP startpoint</td><td>right_seconds_ssd[0]</td></tr>
<tr><td>Launching element type of the critical path</td><td>input port</td></tr>
<tr><td>Max FO, Critical Path</td><td>1</td></tr>
<tr><td>List of cells traversed by the critical path</td><td>clkdlybuf4s50_1 &gt; mux4_2 &gt; nor2_1 &gt; a21oi_1 &gt; clkdlybuf4s50_1</td></tr>
<tr><td>CP required</td><td>2080 ps</td></tr>
<tr><td>CP max stage delay</td><td>470 ps</td></tr>
<tr><td>Worst r2r src</td><td>refresh_counter[0]</td></tr>
<tr><td>Slowest cell on the critical path</td><td>sky130_fd_sc_hd__mux4_2</td></tr>
<tr><td>Worst Reg2Reg Path Length in Cells</td><td>5</td></tr>
<tr><td>Worst Path Arrival</td><td>1950 ps</td></tr>
<tr><th colspan="2">Final timing</th></tr>
<tr><td>Final setup skew</td><td>10.5 ps</td></tr>
<tr><td>Setup repair after global routing missed its margin</td><td>false</td></tr>
<tr><td>Count of endpoints failing setup in the final report</td><td>0</td></tr>
<tr><td>Count of pins over their slew limit</td><td>0</td></tr>
<tr><td>Fmax achieved</td><td>404 MHz</td></tr>
<tr><td>Worst path setup slack after routing</td><td>125 ps</td></tr>
<tr><td>Slew HR</td><td>77.1%</td></tr>
<tr><td>Final critical delay including setup and external delays</td><td>2470 ps</td></tr>
<tr><td>Count of final hold-check violations</td><td>0</td></tr>
<tr><td>Final sum of negative setup slack</td><td>0 ps</td></tr>
<tr><td>Final period utilization</td><td>95.2%</td></tr>
<tr><td>Slew at the pin closest to its max-slew limit</td><td>339 ps</td></tr>
<tr><th colspan="2">CTS</th></tr>
<tr><td>CTS Root Cell</td><td>sky130_fd_sc_hd__clkbuf_8</td></tr>
<tr><td>CTS resizes</td><td>0</td></tr>
<tr><td>Clock latency on the worst-skew pair</td><td>270 ps</td></tr>
<tr><td>TritonCTS clock tree</td><td>yes</td></tr>
<tr><td>H-tree levels</td><td>1</td></tr>
<tr><td>Number of buffers inserted for hold repair after clock tree synthesis</td><td>0</td></tr>
<tr><td>Post-CTS setup-driven buffer insertion count</td><td>0</td></tr>
<tr><td>Maximum clock insertion buffer count</td><td>2</td></tr>
<tr><td>TritonCTS sink count</td><td>22</td></tr>
<tr><td>Clock edge transition at the registers on the reported setup and hold paths</td><td>70 ps</td></tr>
<tr><td>CTS buffer count</td><td>3</td></tr>
<tr><th colspan="2">Detailed routing</th></tr>
<tr><td>Post-detailed-routing wire length</td><td>3430 um</td></tr>
<tr><td>First DRT Iteration DRCs</td><td>39</td></tr>
<tr><td>Length of routed met3 wiring</td><td>454 um</td></tr>
<tr><td>Antenna Violating Nets Remaining</td><td>0</td></tr>
<tr><td>Wire length on met2</td><td>1150 um</td></tr>
<tr><td>Routed wire length per instance</td><td>11.6 um</td></tr>
<tr><td>Length of routed wiring on met1</td><td>1820 um</td></tr>
<tr><td>Via count</td><td>1174</td></tr>
<tr><td>Antenna diode count</td><td>0</td></tr>
<tr><td>Highest routed metal layer</td><td>met3</td></tr>
<tr><td>First-pass detailed-route iteration total</td><td>4</td></tr>
<tr><td>Detailed-route DRC error count</td><td>0</td></tr>
<tr><td>Average via count per standard cell</td><td>3.98</td></tr>
<tr><th colspan="2">Floorplanning</th></tr>
<tr><td>Overall die width</td><td>110 um</td></tr>
<tr><td>Die outline area</td><td>12100 um^2</td></tr>
<tr><td>Share of the core filled by cells before placement</td><td>16.1%</td></tr>
<tr><td>Row count</td><td>32</td></tr>
<tr><td>Core box area</td><td>7810 um^2</td></tr>
<tr><td>Number of top-level design ports</td><td>56</td></tr>
<tr><td>Height of the chip</td><td>110 um</td></tr>
<tr><th colspan="2">Global route</th></tr>
<tr><td>Number of antenna violations at the first check in global routing</td><td>0</td></tr>
<tr><td>Total grt overflow</td><td>0</td></tr>
<tr><td>Via count of the first global-routing pass</td><td>1051</td></tr>
<tr><td>First-pass GRT wire length</td><td>5230 um</td></tr>
<tr><td>Maximum number of pins on one net before global-route repair</td><td>17</td></tr>
<tr><td>Aggregate global-route resource usage</td><td>5.25%</td></tr>
<tr><th colspan="2">Logic synthesis</th></tr>
<tr><td>Number of synthesis warnings</td><td>1</td></tr>
<tr><td>Flop and latch count out of synthesis</td><td>22</td></tr>
<tr><td>Mean Syn Cell Area</td><td>9.33 um^2</td></tr>
<tr><td>Count of different cell masters after synthesis</td><td>30</td></tr>
<tr><td>Yosys cell count</td><td>135</td></tr>
<tr><td>Chip area estimate from yosys synthesis</td><td>1260 um^2</td></tr>
<tr><td>Synthesized instance count</td><td>135</td></tr>
<tr><td>Cell area after synthesis</td><td>1260 um^2</td></tr>
<tr><td>Sequential fraction of the synthesis area</td><td>36.5%</td></tr>
<tr><th colspan="2">Power</th></tr>
<tr><td>Combinational group share of total power</td><td>18.6%</td></tr>
<tr><td>Total Power Consumption</td><td>0.778 mW</td></tr>
<tr><td>Leakage dissipation</td><td>0.678 nW</td></tr>
<tr><td>VDD IR max</td><td>320 uV</td></tr>
<tr><td>Net switching power of the design</td><td>0.156 mW</td></tr>
<tr><td>P_int</td><td>0.622 mW</td></tr>
<tr><td>Fraction of power consumed by the clock network</td><td>36.2%</td></tr>
<tr><td>Pwr/cell area</td><td>386 nW/um^2</td></tr>
<tr><td>Switch share</td><td>20.0%</td></tr>
<tr><td>Portion of total power attributed to sequential cells</td><td>45.2%</td></tr>
<tr><th colspan="2">Worst hold path</th></tr>
<tr><td>Type of the tightest min-delay check</td><td>register to register</td></tr>
</table>
## synth_stat cells, drive strengths merged
cell,count,share of area [%]
nor2,22,6.6
dfxtp,20,32
a21oi,12,4.8
xnor2,11,7.6
mux2i,7,5.6
mux4,7,13
nand2,6,1.8
or3,6,3.5
nand3,5,2.0
nand4,5,4.2
o21ai,5,2.0
clkbuf,4,1.2
nor3,4,1.6
inv,3,0.89
nor4,3,1.5
buf,2,0.79
edfxtp,2,4.8
nand2b,2,0.99
nor2b,2,0.99
and4,1,0.70
ha,1,0.99
mux2,1,0.89
nand3b,1,0.60
nor4b,1,0.70
or2,1,0.50
xor2,1,0.70
## cell usage in the layout (no fill, tap or decap), drive strengths merged
| cell | netlist | layout |
|---|---|---|
| o21ai | 5 | 5 |
| dfxtp | 20 | 20 |
| or3 | 6 | 6 |
| clkbuf | 4 | 4 |
| nand3 | 5 | 5 |
| mux2i | 7 | 7 |
| or2 | 1 | 1 |
| nor4 | 3 | 3 |
| edfxtp | 2 | 2 |
| nor3 | 4 | 4 |
| a21oi | 12 | 12 |
| nand2 | 6 | 6 |
| xnor2 | 11 | 11 |
| nor2b | 2 | 2 |
| ha | 1 | 1 |
| nor2 | 22 | 22 |
| inv | 3 | 3 |
| nand3b | 1 | 1 |
| mux2 | 1 | 1 |
| and4 | 1 | 1 |
| mux4 | 7 | 7 |
| nor4b | 1 | 1 |
| xor2 | 1 | 1 |
| nand4 | 5 | 5 |
| nand2b | 2 | 2 |
| buf | 2 | 5 |
| clkdlybuf4s50 | 0 | 55 |
## power groups by stage
stage	sequential [mW]	clock, mW	combinational (mW)
4_1_cts	0.352	0.285	0.147
5_1_grt	0.353	0.301	0.158
6_report	0.352	0.281	0.145
## cells by family after synthesis
family,count (synthesis),share of synthesized area [%]
XOR/XNOR,12,8.34
adder cells (fa/ha/maj),1,0.993
buffers and inverters,9,2.88
AND-OR/OR-AND,17,6.75
flip-flops,22,36.5
AND/OR/NAND/NOR,59,25.5
multiplexers,15,19.0
## state kept, by name, indices dropped and copies added (netlist names)
register / cells
refresh_counter: 20
inner_counter: 2
## worst min-delay path by stage
stage,from,end,slack (ps),depth (start not counted)
5_1_grt,refresh_counter[19],inner_counter[1],470,0
6_report,refresh_counter[19],inner_counter[1],450,0
4_1_cts,refresh_counter[19],inner_counter[1],460,0
## layer usage
layer  global-route usage, %  vias to the layer above
met5                       0                        -
met3                    1.94                        0
met1                    8.03                      511
met2                    7.28                       60
li1                        -                      603
met4                  0.0929                        0
## worst max-delay path, delay by kind of cell
kind,cells,cell delay [ps]
AOI/OAI and AO/OA,1,60
buffers and inverters,2,790
muxes,1,470
and+or+nand+nor,1,120
## final cells by class
class / count / area, um^2 / area share (%)
sequential: 22 / 460 / 22.8
tap: 102 / 128 / 6.33
clock buffer: 4 / 66.3 / 3.29
multi-input combinational: 104 / 763 / 37.8
inverter: 3 / 11.3 / 0.558
timing repair buffer: 60 / 588 / 29.2
## through the flow
stage          hold WS (ps)  util (%)
3_5_place_dp            437      25.0
4_1_cts                 455      25.8
2_1_floorplan           417         -
3_3_place_gp            432      25.0
6_report                454      25.8
5_1_grt                 469      25.8
Power figures rest on the tool's default switching activity, not on a simulated workload.
