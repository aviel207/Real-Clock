==> /design/flow/design.v <==
module hours
(
	input wire 			clk,    		
	input wire 			reset,  		
	input wire 			tc_time_base,
	input wire 			load,
	input wire 	[1:0]	addrs,
	input wire 	[5:0]	data_in,
 	input wire  [5:0]	q_seconds,
	input  wire [5:0]	q_minutes,
	output reg  [4:0]   q_hours
);
	always@(posedge clk)
	begin
		if(reset == 1'b1) 
			q_hours <=5'd0;
		else
		begin
			if(load == 1'b1 && addrs == 2'b10)
				q_hours <= data_in[4:0];
			else
			begin
				if((tc_time_base == 1'b1)&(q_seconds == 6'd59)&(q_minutes == 6'd59))
				begin
					if(q_hours < 5'd23)
						q_hours <= q_hours + 5'd1;
					else
						q_hours <= 5'd0;
				end
			end
		end
	end
endmodule
module minutes
(
	input wire 			clk,    		
	input wire 			reset,  		
	input wire 			tc_time_base,
	input wire 			load,
	input wire [1:0]	addrs,
	input wire [5:0]	data_in,
 	input wire [5:0]	q_seconds,
	output reg [5:0]	q_minutes   	
);
	always@(posedge clk)
	begin
		if(reset == 1'b1) 
			q_minutes <=6'd0;
		else
		begin
			if(load == 1'b1 && addrs == 2'b01)
				q_minutes <= data_in;
			else
			begin
				if((tc_time_base == 1'b1)&(q_seconds == 6'd59))
				begin
					if(q_minutes < 6'd59)
						q_minutes <= q_minutes + 6'd1;
					else
						q_minutes <= 6'd0;
				end
			end
		end
	end
endmodule
module seconds
(
	input wire 			clk,    		
	input wire 			reset,
	input wire 			tc_time_base,
	input wire 			load,
	input wire [1:0]	addrs,
	input wire [5:0]	data_in,
	output reg [5:0]	q_seconds   	
);
	always@(posedge clk)
	begin
		if(reset == 1'b1) 
			q_seconds <= 6'd0;
		else
		begin
			if(load == 1'b1 && addrs == 2'b00)
				q_seconds <= data_in;
			else
			begin
				if(tc_time_base == 1'b1)
				begin
					if(q_seconds < 6'd59)
						q_seconds <= q_seconds + 6'd1;
					else
						q_seconds <= 6'd0;
				end
			end
		end
	end
endmodule
module time_base
#(parameter tc_mode = 99999999)
(
	input wire clk,    		
	input wire reset,  		
	output reg tc_time_base   	
);
	reg [26:0] q_time_base;
	always@(posedge clk)
	begin
		if(reset == 1'b1) begin
			q_time_base <= 27'd0;
			tc_time_base <= 1'b0;
		end
		else begin
			if(q_time_base < tc_mode) begin
				q_time_base <= q_time_base + 27'd1; 
				tc_time_base <= 1'b0;
			end
			else begin
				q_time_base <= 27'd0; 
				tc_time_base <= 1'b1;
			end
		end
	end
endmodule
module top_clk_v4
(
	input  wire 		clk,    		
	input  wire 		reset,
	input  wire		load,
	input  wire [1:0]	addrs,
	input  wire [5:0]	data_in,
	output wire [5:0]	seconds_out,   
	output wire [5:0]	minutes_out,
	output wire [4:0]	hours_out
);
	wire tc_time_base_wire;
	wire [5:0] q_seconds_wire;
	wire [5:0] q_minutes_wire;
	wire [4:0] q_hours_wire;
	assign seconds_out = q_seconds_wire; 
	assign minutes_out = q_minutes_wire;
	assign hours_out   = q_hours_wire;
	time_base T1 
	(
		.clk(clk),
		.reset(reset),
		.tc_time_base(tc_time_base_wire)
	);
	seconds T2 
	(
		.clk(clk),
		.reset(reset),
		.tc_time_base(tc_time_base_wire),
		.load(load),
		.addrs(addrs),
		.data_in(data_in),
		.q_seconds(q_seconds_wire)
	);
	minutes T3 
	(
		.clk(clk),
		.reset(reset),
		.tc_time_base(tc_time_base_wire),
		.load(load),
		.addrs(addrs),
		.data_in(data_in),
		.q_seconds(q_seconds_wire),
		.q_minutes(q_minutes_wire)
	);
	hours T4 
	(
		.clk(clk),
		.reset(reset),
		.tc_time_base(tc_time_base_wire),
		.load(load),
		.addrs(addrs),
		.data_in(data_in),
		.q_seconds(q_seconds_wire),
		.q_minutes(q_minutes_wire),
		.q_hours(q_hours_wire)
	);
endmodule
==> /design/flow/run.sh <==
#!/bin/bash
# OpenROAD 26Q1-2900-gdf79404cd8, Yosys 0.63+post, stock flow scripts
make -C /OpenROAD-flow-scripts/flow DESIGN_CONFIG=/design/flow/config.mk WORK_HOME=/design/flow/orfs finish
==> /design/flow/config.mk <==
export PLATFORM = sky130hd
export DESIGN_NAME = top_clk_v4
export DESIGN_NICKNAME = top_clk_v4
export VERILOG_FILES = /design/flow/design.v
export SDC_FILE = /design/flow/constraint.sdc
export NUM_CORES = 4
export LEC_CHECK = 1
export CORE_UTILIZATION = 30
==> /design/flow/constraint.sdc <==
current_design top_clk_v4

set clk_period 3.1
set clk_io_pct 0.2

create_clock -name clk0 -period $clk_period [get_ports {clk}]

set non_clock_inputs [all_inputs -no_clocks]
set_input_delay [expr $clk_period * $clk_io_pct] -clock clk0 $non_clock_inputs
set_output_delay [expr $clk_period * $clk_io_pct] -clock clk0 [all_outputs]
==> results_dict.tcl <==
# yosys + openroad results
set metrics [dict create \
    fp.coreArea_um2 7331 \
    path_max_fanout 8 \
    post_drt_wl_per_cell_um 12.16 \
    gp_congestion 0.8600 \
    antenna_left 0 \
    track_usage_pct 12.82 \
    cp_data_required_time_ns 3.30 \
    outcome "completed" \
    clk-insertion-delay-late_ns 0.29 \
    seq_area_um2 900.9 \
    hold_buffers 0 \
    final_cells 414 \
    cts_buffers 5 \
    synth.distinct_cells 47 \
    fp-row-count 31 \
    hpwl_mm 3.507 \
    die_w_um 89.70 \
    yosys.stat.seqShare_pct 39.05 \
    chip_area_um2 8045 \
    die_y_um 89.70 \
    cts_tree "yes" \
    syn2layout_area_growth_pct 20.61 \
    final_cell_area_um2 2783 \
    placed_cells 406 \
    async_flop_share_pct 0 \
    yosys-top-cells-count "nor2_1 (52), dfxtp_1 (45), nand2_1 (25)" \
    fillers 722 \
    synthesis.area_um2 2307 \
    cts-resized-gates 0 \
    antenna_cells 0 \
    grt_overflow 0 \
    layout-drive-gt1-share_pct 3.492 \
    slew_viol_final 0 \
    grt_pass1_vias 1722 \
    edf_count 0 \
    cts_sinks 45 \
    top_cell "nor2_1" \
    fin_ws_ns 0.9564 \
    worst_slew_pin_slew_ns 0.7579 \
    drt_iter0_drc 121 \
    viasPerCell 4.925 \
    drc 0 \
    grt_antenna_before_repair 0 \
    grt_pass1_wl_mm 8.038 \
    powerDensity_nw_per_um2 413.0 \
    top_cells_by_area "dfxtp_1 (39%), nor2_1 (8.5%), xor2_1 (6.8%)" \
    critPathKind "flip-flop to flip-flop" \
    logic_area_um2 1330 \
    finalSetupViolCount 0 \
    h-tree-depth 2 \
    yosys.area.top_type_share_pct 39.05 \
    dp_slack_ns 0.8751 \
    yosysTopAreaCell "dfxtp_1" \
    max_clock_freq_mhz 466.5 \
    ios 28 \
    vias 2039 \
    hold_violations 0 \
    rsz0062_at_grt "no" \
    clock-root-buffer "clkbuf_8" \
    relSlewSlack_pct 49.29 \
    min_path_type "flip-flop to flip-flop" \
    routed_wl_mm 5.035 \
    period_used_pct 69.15 \
    yosysChipArea_um2 2307 \
    worst_ep_arrival_time_ns 2.35 \
    warnings 25 \
    yosys_cells 285 \
    ff_type "dfxtp_1" \
    cap_violations 0 \
    crit_path_end_kind "flip-flop" \
    final_core_util_pct 37.96 \
    clk_pin_slew_worst_paths_ns 0.09 \
    ys_ff 45 \
    synthCells 285 \
    synth.avg_cell_area_um2 8.095 \
    fin_setup_tns_ns 0 \
    startpoint_type "flip-flop" \
    firstDrtPassIters 4 \
    clk_path_buf_depth 2 \
    grt_max_degree 28 \
    fp_util_pct 31.47 \
    portBuffers 27 \
    skew_ns 0.01064 \
    fin_crit_ns 2.144 \
    place_area_um2 2666 \
    p_leak_nw 0.9574 \
    cts_setup_buffers 0 \
    ys_warn_count 4 \
    ir_worst_vdd_v 0.0002475 \
]
-- per-stage QoR --
stage                     power (W)  hold slack, ns
final                      0.001149          0.4677
after global routing       0.001205          0.4978
after CTS                  0.001167          0.4739
after detailed placement  0.0007061          0.4521
after global placement    0.0007068          0.4433
after floorplan           0.0006606          0.4258
-- cells by family after synthesis --
family	synth area share, %
AOI/OAI and AO/OA	14.70
and+or+nand+nor	30.80
DFF	39.05
xor gates and xnor gates	9.111
buffers and inverters	3.308
muxes	0.4339
adders and majority gates	2.603
-- routing by layer --
metal / track usage, % / wire length, µm
met2: 19.97 / 2179
met5: 0 / 0
met3: 2.039 / 214
met1: 19.94 / 2607
met4: 1.010 / 33
-- critical path: stages (launching register included) --
cell,delay (ns)
dfxtp_1,0.41
ha_1,0.27
and3b_1,0.25
nand4b_1,0.30
or4_1,0.55
a311oi_1,0.27
-- final timing paths --
kind	startpoint	to	slack, ns	cells after the start
hold reg to reg	T1.q_time_base[0]	T1.q_time_base[0]	0.47	1
setup / recovery	T2.q_seconds[0]	T4.q_hours[3]	0.96	5
setup reg to reg	T2.q_seconds[0]	T4.q_hours[3]	0.96	5
hold / removal	T1.q_time_base[0]	T1.q_time_base[0]	0.47	1
-- layout make-up --
cell class | count | share of cell area [%]
inverters | 7 | 0.9442
flip-flops and latches | 45 | 32.37
repair buffers | 29 | 10.25
clock inverters | 1 | 1.079
clock buffers | 7 | 3.103
multi-input cells | 226 | 47.80
well taps | 99 | 4.451
-- report_power, final --
group | internal, W | switching [W]
logic | 0.0000470 | 0.0000353
clock network | 0.000263 | 0.000194
registers | 0.000591 | 0.0000196
-- flip-flops by register name (all words and copies together) (netlist names) --
| signal | cells |
|---|---|
| T1.q_time_base | 27 |
| T2.q_seconds | 6 |
| T3.q_minutes | 6 |
| T1.tc_time_base | 1 |
| T4.q_hours | 5 |
-- cell usage in the layout (no fill, tap or decap), drive strengths merged, types with 2 or more instances in the layout --
| master | instances |
|---|---|
| or4 | 3 |
| nor3b | 2 |
| nor3 | 8 |
| and3 | 8 |
| nand4 | 11 |
| buf | 2 |
| nand2 | 25 |
| dfxtp | 45 |
| a221oi | 2 |
| xnor2 | 6 |
| nand3b | 3 |
| o21ai | 9 |
| a211oi | 7 |
| xor2 | 18 |
| nor2b | 4 |
| a31oi | 3 |
| a21oi | 12 |
| nand4b | 2 |
| nand3 | 21 |
| clkdlybuf4s50 | 27 |
| o31ai | 3 |
| inv | 7 |
| a311oi | 3 |
| clkbuf | 7 |
| ha | 4 |
| nor2 | 52 |
Power and IR drop assume default switching activity.
